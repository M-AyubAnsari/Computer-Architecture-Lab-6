[run.sh]
#!/bin/bash
# OpenROAD 26Q1-2900-gdf79404cd8, Yosys 0.63+post, stock flow scripts
make -C /OpenROAD-flow-scripts/flow DESIGN_CONFIG=/design/flow/config.mk WORK_HOME=/design/flow/orfs finish
[config.mk]
export PLATFORM = sky130hd
export DESIGN_NAME = top
export DESIGN_NICKNAME = top
export VERILOG_FILES = /design/flow/design.v
export SDC_FILE = /design/flow/constraint.sdc
export NUM_CORES = 4
export LEC_CHECK = 1
export CORE_UTILIZATION = 30
[constraint.sdc]
current_design top

set clk_period 3.0
set clk_io_pct 0.2

create_clock -name clk0 -period $clk_period [get_ports {clk}]

set non_clock_inputs [all_inputs -no_clocks]
set_input_delay [expr $clk_period * $clk_io_pct] -clock clk0 $non_clock_inputs
set_output_delay [expr $clk_period * $clk_io_pct] -clock clk0 [all_outputs]
[design.v]
`timescale 1ns / 1ps
module ALU(
    input  [31:0] A,
    input  [31:0] B,
    input  [3:0]  ALUControl,
    output reg [31:0] ALUResult,
    output Zero
    );
    always @(*)
    begin
        case (ALUControl)
            4'b0000: ALUResult = A & B;  
            4'b0001: ALUResult = A | B;  
            4'b0010: ALUResult = A + B;  
            4'b0110: ALUResult = A - B;  
            4'b0011: ALUResult = A ^ B;  
            4'b0100: ALUResult = A << B[4:0];  
            4'b0101: ALUResult = A >> B[4:0];  
            default: ALUResult = 32'b0;  
        endcase
    end
    assign Zero = (ALUResult == 32'b0);  
endmodule
`timescale 1ns / 1ps
module debouncer(
    input clk,
    input rst,
    input pbin,
    output reg pbout
    );
    reg [19:0] counter;
    reg state;
    parameter DELAY = 20'd500000; 
    always @(posedge clk or posedge rst)
    begin
        if (rst)
        begin
            counter <= 0;
            state <= 0;
            pbout <= 0;
        end
        else
        begin
            if (pbin != state)
            begin
                counter <= counter + 1;
                if (counter >= DELAY)
                begin
                    state <= pbin;
                    pbout <= pbin;
                    counter <= 0;
                end
            end
            else
            begin
                counter <= 0;
            end
        end
    end
endmodule
`timescale 1ns / 1ps
module leds(
    input clk,
    input rst,
    input [31:0] data_in,
    output reg [15:0] leds
    );
    always @(posedge clk or posedge rst)
    begin
        if (rst)
            leds <= 16'b0;
        else
            leds <= data_in[15:0];    
    end
endmodule
`timescale 1ns / 1ps
module switches(
    input clk,
    input rst,
    input [15:0] switches_in,
    output reg [31:0] switches_out
    );
    always @(posedge clk or posedge rst)
    begin
        if (rst)
            switches_out <= 32'b0;
        else
            switches_out <= {16'b0, switches_in};   
    end
endmodule
`timescale 1ns / 1ps
module top(
    input clk,
    input rst,
    input [15:0] switches,
    input btn,
    output [15:0] leds
    );
    wire [31:0] A = 32'h10101010;
    wire [31:0] B = 32'h01010101;
    wire [31:0] switch_data;
    switches sw_inst(
        .clk(clk),
        .rst(rst),
        .switches_in(switches),
        .switches_out(switch_data)
    );
    wire btn_clean;
    debouncer db_inst(
        .clk(clk),
        .rst(rst),
        .pbin(btn),
        .pbout(btn_clean)
    );
    wire [3:0] ALUControl;
    assign ALUControl = switch_data[3:0];
    wire [31:0] ALUResult;
    wire Zero;
    ALU alu_inst(
        .A(A),
        .B(B),
        .ALUControl(ALUControl),
        .ALUResult(ALUResult),
        .Zero(Zero)
    );
    reg state;
    parameter IDLE = 1'b0;
    parameter EXECUTE = 1'b1;
    reg [31:0] result_reg;
    always @(posedge clk or posedge rst)
    begin
        if (rst)
        begin
            state <= IDLE;
            result_reg <= 32'b0;
        end
        else
        begin
            case (state)
                IDLE:
                begin
                    if (btn_clean)
                        state <= EXECUTE;
                end
                EXECUTE:
                begin
                    result_reg <= ALUResult;
                    state <= IDLE;
                end
            endcase
        end
    end
    leds led_inst(
        .clk(clk),
        .rst(rst),
        .data_in(result_reg),
        .leds(leds)
    );
endmodule
==> Slide: Implementation Results <==
Implementation Results

Global routing
  • First-pass GRT wire length: 4490 um
  • Initial antenna violation count: 0
  • Largest net degree at the start of global routing: 37
  • Gr ovfl total: 0
  • Vias in the first global route: 966
  • Overall Global Routing Usage: 0.0971

Final layout
  • Register Area: between 900 and 1000 um2
  • Fill count: 530
  • Number of flip-flops in the largest register: 20
  • Non-filler cells, final: 243
  • Comb area: 636 um2
  • Area growth, synth to finish: 18.3%
  • Share of cells above drive strength 1: 0.0983

Critical path
  • Worst EP arrival: approximately 2000 ps
  • CP peak stage delay: between 400 and 500 ps
  • CP endpoint kind: flop
  • Crit path max fanout: 5
  • Cell Chain, Critical Path: ha_1 > nand4_2 > or3_4 > or3_1 > a21oi_1
  • CP required: ~3200 ps
  • Critical Path Source Type: flop
  • CP max-delay cell: or3_4
  • Setup CP Type: flop to flop

Pwr
  • Power density over cell area: around 550 nW/um2
  • Lkg Pwr: 0.000785 uW
  • Worst vdd ir: around 0.33 mV
  • Tot Pwr: between 1000 and 1500 uW

Clock network
  • CTS H-tree lvls: 2
  • Max clock buf depth: 2
  • Post CTS Setup Buffer Count: 0
  • Sink count of the clock tree: 36
  • Worst skew pair latency: 280 ps
  • TritonCTS clock tree: done
  • Worst-path clk slew: roughly 70 ps
  • Hold buffer count at CTS: 0
  • Cts bufs inserted: 5
  • Root Buffer: clkbuf_8
  • CTS resizes: 0

Floorplanning
  • Core Area: approximately 5200 um2
  • Die width: 76.2 um
  • Die height: 76.2 um
  • Die area: 5810 um2
  • I/O pins: 35
  • Core Util at FP: 0.317
  • Row cnt: 26

Timing
  • Rel. slew slack: 0.497
  • Fin Hold WS: approximately 370 ps
  • F_max: 546 MHz
  • Setup_tns: 0 ps
  • RSZ-0062 raised after global routing: no
  • Period Utilization, post-route: 0.611
  • Max Clock Skew: approximately 6.4 ps
  • Worst Slack Setup Final: about 1200 ps
  • Max Slew Vio Count: 0
  • Final hold vios: 0
  • Min Tclk post-route: around 1800 ps
  • Worst-Margin Slew: between 700 and 800 ps
  • Count of final setup violators: 0

Routing
  • Drt first pass iters: 4
  • ANT nets after route: 0
  • Post-route DRC: 0
  • Drt wl/cell: between 10 and 15 um
  • Via count: 1071
  • Number of diodes: 0
  • Drt total wl: ~2500 um
  • Initial DRC Count: between 60 and 70
  • Vias per cell: between 4 and 5

Placed design
  • Gpl congestion: 0.830
  • Pre-CTS WS: approximately 1200 ps
  • Final HPWL from detailed placement: 1710 um
  • Placed insts: 235
  • Port Buf Inserts: 18

Synthesis
  • Chip area in the Yosys report: 1650 um2
  • Ys cells: between 150 and 200
  • Cell type with the largest total area: dfrtp_1
  • Sequential fraction of the synthesis area: 0.545
  • FF+latch count, synth: 36
  • Mapped Avg Cell Area: around 11 um2
  • Yosys synthesis warning count: 5
  • Post-synthesis cell area: about 1700 um2
  • Syn Inst Count: roughly 160
  • Biggest area cells: dfrtp_1, buf_4, nor2_1
  • Synth Flop Type: dfrtp_1
  • Area leader share: 0.545
  • Number of enable flip-flop cells: 0
  • Top cells by count: dfrtp_1, nor2_1, buf_4
  • Asr flop ratio synth: 1.00
  • Distinct cells, synth: 33
  • Top-count cell post-synth: dfrtp_1

Job
  • Tool warnings: 39
  • Max_cap viols: 0

Min path
  • Hold Path Class: flop to flop

Outcome
  • Status: complete, no violations
[per-stage QoR]
| stage | utilization | cell area (um2) |
|---|---|---|
| after floorplan | - | 1670 |
| after global placement | 0.354 | 1840 |
| after detailed placement | 0.354 | 1840 |
| after CTS | 0.375 | 1950 |
| after global routing | 0.375 | 1950 |
| final | 0.375 | 1950 |
[cells by family (layout without fill, tap and decap cells)]
kind of cell             after synthesis  after routing  synth area share
AND-OR/OR-AND                         13             13            0.0447
adder cells (fa/ha/maj)                2              2            0.0151
buffers and inverters                 23             35            0.0788
XOR/XNOR                              16             16            0.0849
multiplexers                           3              3            0.0205
flip-flops                            36             36             0.545
other                                  1              5           0.00227
AND/OR/NAND/NOR                       63             63             0.208
[cell usage in the layout, fill, tap and decap left out, types with 2 or more instances in the layout]
cell	count
conb_1	5
clkdlybuf4s50_1	18
xnor2_1	9
nand3_1	7
clkbuf_8	5
mux2_2	3
nor3_1	4
nand2_1	6
inv_1	8
nor4_1	5
xor2_1	7
o21ai_0	6
nor2b_1	2
dfrtp_1	36
nand4_1	7
ha_1	2
nor2_1	21
a21oi_1	4
[layout make-up]
type / instances / area share
multi-input cells: 102 / 0.325
well taps: 70 / 0.0448
flip-flops and latches: 36 / 0.461
inverters: 8 / 0.0154
repair buffers: 19 / 0.0961
clock buffers: 5 / 0.0352
clock inverters: 3 / 0.0218
[worst max-delay path, delay by kind of cell (launching register included)]
kind	cells	cell delay [ps]
AOI/OAI and AO/OA	1	150
adders and majority gates	1	250
DFF	1	400
and+or+nand+nor	3	960
[report_power, final]
part / internal [uW] / switching, uW / leakage, uW
clock network: 246 / 164 / 0.0000541
registers: 523 / 28.3 / 0.000480
logic: 69.4 / 41.3 / 0.000251
total: 838 / 234 / 0.000785
[layer usage]
layer	vias to the layer above	wire length, um	track usage
met4	0	57	0.0231
met1	498	1300	0.160
li1	545	-	-
met5	-	0	0
met2	21	1010	0.134
met3	7	94	0.0207
[path summary, 6_finish.rpt]
check	startpoint	cells after the start	to	slack, ps
min in group asynchronous	rst	3	db_inst.counter[15]$_DFF_PP0_	720
min	result_reg[5]$_DFFE_PP0P_	0	led_inst.leds[5]$_DFF_PP0_	370
max	db_inst.counter[0]$_DFF_PP0_	5	db_inst.counter[18]$_DFF_PP0_	1170
max reg2reg	db_inst.counter[0]$_DFF_PP0_	5	db_inst.counter[18]$_DFF_PP0_	1170
max in group asynchronous	rst	3	sw_inst.switches_out[2]$_DFF_PP0_	1970
min reg2reg	result_reg[5]$_DFFE_PP0P_	0	led_inst.leds[5]$_DFF_PP0_	370
Power is estimated from default activity; no workload was simulated.
